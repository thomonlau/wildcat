## flow/design.v

```verilog
module register_file(
    input clock,
    input [4:0] rs1,
    input [4:0] rs2,
    input [4:0] wr_addr,
    input [31:0] wr_data,
    input wr_ena,
    output reg [31:0] read_val1,
    output reg [31:0] read_val2
);
    reg [31:0] reg_file [31:0];
    reg [4:0] read_addr1;
    reg [4:0] read_addr2;
    reg [31:0] read_data1;
    reg [31:0] read_data2;
    reg [4:0] write_addr;
    reg [31:0] write_data;
    reg write_ena;
    always @(*) begin
        read_addr1 = rs1;
        read_addr2 = rs2;
    end
    always @(*) begin
        write_addr = wr_addr;
        write_data = wr_data;
        write_ena = wr_ena;
    end
    always @(*) begin
        read_data1 = reg_file[read_addr1];
        read_data2 = reg_file[read_addr2];
    end
genvar i;
generate
    for (i = 0; i < 1; i = i + 1) begin : gen_block
        always_latch begin
            if (write_addr == i & write_ena & clock) begin
                reg_file[i] = write_data;
            end
        end
    end
endgenerate
    assign read_val1 = read_data1;
    assign read_val2 = read_data2;
endmodule
```

## flow/run.sh

```bash
#!/bin/bash
# OpenROAD 26Q1-2900-gdf79404cd8, Yosys 0.63+post, stock flow scripts
make -C /OpenROAD-flow-scripts/flow DESIGN_CONFIG=/design/flow/config.mk WORK_HOME=/design/flow/orfs finish
```

## flow/config.mk

```make
export PLATFORM = sky130hd
export DESIGN_NAME = register_file
export DESIGN_NICKNAME = register_file
export VERILOG_FILES = /design/flow/design.v
export SDC_FILE = /design/flow/constraint.sdc
export NUM_CORES = 4
export LEC_CHECK = 1
export CORE_AREA = 10 10 93 93
export DIE_AREA = 0 0 103 103
export SYNTH_HDL_FRONTEND = slang
```

## flow/constraint.sdc

```tcl
current_design register_file

set clk_period 2.7
set clk_io_pct 0.2

create_clock -name clk0 -period $clk_period

set non_clock_inputs [all_inputs -no_clocks]
set_input_delay [expr $clk_period * $clk_io_pct] -clock clk0 $non_clock_inputs
set_output_delay [expr $clk_period * $clk_io_pct] -clock clk0 [all_outputs]
```

==> results.toml <==
# generated from flow reports
[detailed_routing]
firstDrtPassIters = 2
wirelength_um = 5640
n_antenna_cell = 0
drc = 0
drtIter0Drc = 15
final_antenna_net_count = 0
route.vias.total = 1401
viasPerCell = 4.19
wl_per_cell_um = 16.9

[yosys]
synth_cell_types = 17
yosys.area.top_type = "nor3b_2"
synthCells = 121
yosys_warnings = 992
syn-mean-instance-area_sq_um = 11.2
ys_area_sq_um = 1360
ys_cells = 121
syn_area_sq_um = 1360
yosysTopAreaCellShare = 0.369
synth.area.top_cells = "nor3b_2, dlxtp_1, nor3b_1"
ys_seq_elements = 32

[grt]
grt_pass1_vias = 1529
grt-ovfl-total = 0
grt_usage = 0.0965
antenna_found_initial = 0
grt_max_degree = 33
grt_pass1_wl_um = 8130

[layout]
syn2layout_area_growth_pct = 107
nFillCells = 657
largest_register_ff_count = 32
drive_gt1_frac = 0.421
instances_no_fill = 334

[sta]
hold_viol = 0
fin_crit_sh = 0.990
drv_slew = 0
maxSlewHeadroom = 0.532
untimed_endpoints = 32
period_needed_ns = 2.67
worstMarginPinSlew_ns = 0.702
fin_ws_ns = 0.0278
setup_viol = 0
whs_ns = 1.62
fmax_ghz = 0.374
unclocked_regs = 32

[place]
port_buffers = 113
place.gp.congestion = 0.746
place_inst = 313
hpwlAfterDp_um = 4240
place_ws_ns = -0.298

[outcome]
status = "complete, no violations"

[flow_run]
max_cap_violations = 0
warning_count = 33

[die]
initCoreUtil = 0.201
dieHeight_um = 103
io-pin-count = 113
std_cell_rows = 30
fp.dieW_um = 103
core-area_sq_um = 6760
die-area_sq_um = 10600

[power]
ir_worst_vdd_mv = 0.0248
leakagePower_nw = 1.39
powerDensity_nw_per_um2 = 59.8

[cts]
holdBufCountCts = 0

[worst_setup_path]
worstPathArrival_ns = 2.13
critPathLaunch = "rs1[1]"
critPathLaunchType = "primary input"
crit_type = "in -> out"
end_kind = "output pin"
critPathMaxFanout = 5
required_ns = 2.16

[min_path]
hold_path.class = "in -> out"
hold_start = "rs2[1]"
whs_path_depth = 5
-- synthesized netlist by cell type --
cell type and count:
and4b_1 7, buf_1 4, buf_12 2, buf_4 1
buf_6 3, clkbuf_1 2, dlxtp_1 32, nand2_1 1
nand2b_1 5, nor2_1 2, nor3b_1 12, nor3b_2 40
nor4_1 6, or2_0 1, or3_1 1, or4_1 1
or4_4 1
-- through the flow --
step           total power [mW]  utilization  TNS (ns)  instance area, sq um
3_5_place_dp              0.154        0.385    -13.38                  2600
3_3_place_gp              0.153        0.385    -13.31                  2600
6_report                  0.168        0.416         0                  2810
2_1_floorplan            0.0502            -         0                  1360
4_1_cts                   0.164        0.398     -1.73                  2690
5_1_grt                   0.180        0.416  -0.00183                  2810
-- repair_timing --
action	4_1_cts	5_1_grt
resized	93	27
cloned	1	1
pin swaps	2	6
setup endpoints to repair	52	26
hold endpoints to repair	0	0
setup buffers	12	7
-- where the power goes --
group | internal, mW | leakage (nW) | switching (mW) | total [mW]
Clock | 0 | 0 | 0 | 0
Combinational | 0.102 | 1.14 | 0.0586 | 0.160
Sequential | 0.00783 | 0.254 | 0.0000735 | 0.00790
-- metal layers --
metal	GRT usage	vias up	share of wire	wire, um
li1	-	702	-	-
met2	0.168	57	0.49	2790
met3	0.0332	0	0.091	510
met4	0	0	0	0
met5	0	-	0	0
met1	0.119	642	0.41	2340
-- critical path: stages --
cell and delay, ns:
dlygate4sd2_1 0.25, or4_4 0.62, nor3b_2 0.20, clkdlybuf4s50_1 0.52
-- cell type report --
type,count,area (sq um),share of cell area
Tap cell,80,100,0.0356
Timing Repair Buffer,145,1390,0.493
Multi-Input combinational cell,77,843,0.300
Sequential cell,32,480,0.171
-- path summary, 6_finish.rpt --
kind | end | slack, ns
max | read_val1[11] | 0.03
min | read_val2[15] | 1.62
-- cells by family (layout without fill, tap and decap cells) --
kind of cell,after synthesis,in the layout,synth area share
latches,32,32,0.354
AND/OR/NAND/NOR,77,77,0.569
buffers and inverters,12,145,0.0766
-- cell usage in the layout, fill, tap and decap left out, drive strengths merged, types with 2 or more instances in the layout --
cell type	count
clkdlybuf4s50	53
nor3b	52
buf	48
dlxtp	32
dlygate4sd2	25
dlymetal6s2s	13
and4b	7
nor4	6
nand2b	5
clkbuf	5
or4	2
nor2	2
Power and IR drop assume default switching activity.
